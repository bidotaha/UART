### flow/config.mk
export PLATFORM = sky130hd
export DESIGN_NAME = top_UART
export DESIGN_NICKNAME = top_UART
export VERILOG_FILES = /design/flow/design.v
export SDC_FILE = /design/flow/constraint.sdc
export NUM_CORES = 4
export LEC_CHECK = 1
export CORE_UTILIZATION = 50
### flow/run.sh
#!/bin/bash
# OpenROAD 26Q1-2900-gdf79404cd8, Yosys 0.63+post, stock flow scripts
make -C /OpenROAD-flow-scripts/flow DESIGN_CONFIG=/design/flow/config.mk WORK_HOME=/design/flow/orfs finish
### flow/design.v
module parity ( output reg parity_out,
                input [7:0] data,
                input [1:0] parity_type,
                input rst);
integer num;
always @ (*)
begin
if (rst==0) parity_out =0;
else
begin
num = ^data; 
casex (parity_type)
2'b00 : parity_out = 1'bx;
2'b01 : parity_out = ~num;
2'b10 : parity_out = num;
2'b11 : parity_out = num;
endcase 
end
end 
endmodule 
module frame_gen ( output reg [11:0] frame_out,
                   input rst,data_lengh,parity_out,stop_bits,
                   input [7:0] data,
                   input [1:0] parity_type);
always@(*)
begin
if (rst==0) frame_out = 0;
else
begin 
frame_out [11] = 1'b0;
if (data_lengh==0) begin frame_out [10:4] = data ; end
else if (data_lengh==1) begin frame_out [10:3] = data ; end
case (parity_type)
2'b00,2'b11 : begin end
2'b01,2'b10 : begin 
              if (~data_lengh) frame_out[3] = parity_out;
              else if (data_lengh) frame_out[2] = parity_out;   
              end
endcase 
case (stop_bits)
1'b0 : if (parity_type==2'b00 || parity_type==2'b11)
         begin
         if (~data_lengh)
         frame_out [3] = 1'b1;
         else if (data_lengh)
         frame_out [2] = 1'b1;
         end 
       else if (parity_type==2'b01 || parity_type==2'b10)
         begin
         if (~data_lengh)
         frame_out [2] = 1'b1;
         else if (data_lengh)
         frame_out [1] = 1'b1;
         end 
1'b1 : if (parity_type==2'b00 || parity_type==2'b11)
         begin
         if (~data_lengh)
         frame_out [3:2] = 1'b1;
         else if (data_lengh)
         frame_out [2:1] = 1'b1;
         end 
       else if (parity_type==2'b01 || parity_type==2'b10)
         begin
         if (~data_lengh)
         frame_out [2:1] = 1'b1;
         else if (data_lengh)
         frame_out [1:0] = 1'b1;
         end
endcase
end
end
endmodule 
module baud_gen( output reg baud_out,
                 input [1:0] baud_gen,
                 input clk,rst);
reg [15:0] div;
reg [15:0] count;
always@(posedge clk,negedge rst)
if (~rst) 
begin
count = 0; baud_out = 0;
end 
else 
begin
if (count>=div)
begin
count<=0;
baud_out <=~baud_out;
end
else 
count <= count + 1;
end
always@(*)
begin
case (baud_gen)
2'b00 : div<=1301;
2'b01 : div<=650;
2'b10 : div<=324;
2'b11 : div<=10;
default : div<=324;
endcase
end
endmodule 
module piso_UART ( output reg data_out,parity_out,tx_active,tx_done,
                   input rst,send,baud_out,
                   input [11:0] frame_out,
                   input [1:0] parity_type);
reg [11:0] shift_register;
reg [3:0] bit_counter;
always@(posedge baud_out,negedge rst)
begin
if (~rst) 
begin
parity_out <= 1'b0;
tx_active <= 1'b0;
tx_done <= 1'b0;
shift_register <= 12'b0;
bit_counter <= 4'b0;
end
else if (send)
begin
     if (~tx_active)
     begin
     shift_register <= frame_out;
     tx_active <= 1'b1; 
     tx_done <= 1'b0;
     bit_counter <= 4'b0;
     end
     else 
     begin
     data_out <= shift_register [0];
     shift_register <= shift_register >> 1;
     bit_counter <= bit_counter + 1;
     if (parity_type == 2'b11)
     parity_out <= 1'b1;
     else
     parity_out <= 1'b0;
     if (bit_counter==11)
     begin
     tx_active <= 1'b0;
     tx_done <= 1'b1;
     end
     end
end
else 
begin
     tx_active <= 1'b0;
     tx_done <= 1'b0;
     parity_out <= 1'b0;
end
end
endmodule
module top_UART ( output data_out,parity_out,tx_active,tx_done,
                  input rst,stop_bits,data_lengh,send,clock,
                  input [7:0] data_in,
                  input [1:0] parity_type,baud_gen);
wire parity_out1;
wire [11:0] frame_out;
wire baud_out;
parity w1 (parity_out1,data_in,parity_type,rst);
frame_gen w2 (frame_out,rst,data_lengh,parity_out1,stop_bits,data_in,parity_type);
baud_gen w3 (baud_out,baud_gen,clock,rst);
piso_UART w4 (data_out,parity_out,tx_active,tx_done,rst,send,baud_out,frame_out,parity_type);
endmodule
module  top_UART_ts ();
reg rst,stop_bits,data_length,send,clock;
reg [1:0] parity_type,baud_gen;
reg [7:0] data_in;
wire data_out,p_parity_out,tx_active,tx_done;
top_UART UA (data_out,p_parity_out,tx_active,tx_done,rst,stop_bits,data_length,send,clock,data_in,parity_type,baud_gen);
initial
begin
$monitor("Time = %0t, data_in = %b, data_out = %b", $time, data_in,data_out);
end
initial
begin
clock=0;
repeat (800)
#2 clock=~clock;
end
initial
begin
rst=0;
#15 rst=1;
end
initial
begin
send=0;
#20 send=1;
end
initial
begin
stop_bits=1;
data_length=1;
parity_type=2'b00;
baud_gen=2'b11;
data_in=8'b00001111;
end
endmodule
### flow/constraint.sdc
current_design top_UART

set clk_period 4.6
set clk_io_pct 0.2

create_clock -name clk0 -period $clk_period [get_ports {clock}]

set non_clock_inputs [all_inputs -no_clocks]
set_input_delay [expr $clk_period * $clk_io_pct] -clock clk0 $non_clock_inputs
set_output_delay [expr $clk_period * $clk_io_pct] -clock clk0 [all_outputs]
==> CHANGELOG.md <==
## Implementation

- Headroom to the max-slew limit: 0.512
- # DRC: 0
- Die area: 0.00476 sq mm
- Main area contributors: dfrtp_1 (39%), ha_1 (8.4%), a211oi_2 (5.6%)
- DRT Wirelength: 4030 um
- Setup TNS: 0 ns
- Yosys reg bits: 40
- Pin count of the biggest net entering global routing: 41
- Synth top cells by count: dfrtp_1 (35), nor2_1 (20), ha_1 (15)
- Yosys warns: 15
- Pre-CTS setup slack: 1.28 ns
- Ys async rst share: 0.875
- Post CTS Setup Buffer Count: 0
- Sw frac: 0.287
- Initial core utilization: 0.541
- Mean area per synthesized cell: 10.0 sq um
- Final Core Density: 0.612
- Core area: 0.00414 sq mm
- Lkg Pwr: 1.13 nW
- Syn Inst Count: 224
- Slowest-stage cell, CP: clkdlybuf4s50_1
- Most common cell in the synthesized netlist: dfrtp_1
- DP Area: 0.00249 sq mm
- Crit-path max FO: 13
- Max-slew violations: 0
- DR vias: 1652
- Tool warnings: 28
- Clock buffer count from CTS: 3
- Final setup skew: 0.00342 ns
- Iteration count of the initial detailed-routing pass: 4
- Period Utilization, post-route: 0.666
- Die H: 69.0 um
- CTS hold repair buffers: 0
- Top FF cell, synth: dfrtp_1
- Number of antenna-violating nets in the routed design: 0
- Sequence of cells on the critical path: clkdlybuf4s50_1 -> or2_2 -> inv_1 -> ha_1 -> nand2b_1 -> a21o_1 -> a21o_1 -> a21o_1 -> a311oi_1
- Std cell rows: 23
- Final min period: 3.06 ns
- Ports: 21
- First-pass GRT wire length: 6680 um
- Crit-path max cell delay: 0.48 ns
- Initial antenna violation count: 0
- Combinational fraction of design power: 0.237
- Run status: finished clean
- Clock Tree Root: clkbuf_8
- Mapped Area: 0.00224 sq mm
- RSZ-0062 raised after global routing: false
- GR Util All Layers: 0.190
- Clock power share: 0.217
- CTS tree: built
- Deepest clock path buffer count: 2
- Worst Path Required: 4.76 ns
- Share of the synthesized area in the top cell type: 0.390
- Peak supply drop: 0.000124 V
- Final cell area excluding filler cells: 0.00253 sq mm
- Share of cells above drive strength 1: 0.103
- Post-CTS Resized: 0
- Latency at later pin: 0.25 ns
- GRT Residual Overflow: 0
- Sequential power share: 0.546
- Crit-path most repeated cell: a21o_1
- Number of diodes: 0
- Hold Violations, Final: 0
- Hold crit path type: flip-flop to flip-flop
- Power per cell area: 201 mW/mm^2
- Number of enable flip-flop cells: 1
- CP Capture Type: flip-flop
- Reg2Reg Setup Slack: 2.57 ns
- Routability congestion estimate: 0.838
- Initial DRC Count: 83
- Crit path DAT: 3.22 ns
- Die Wd: 69.0 um
- CTS clk-pin slew, worst paths: 0.06 ns
- H-tree levels: 1
- Port-buffer cells: 20
- Endpoints left unconstrained: 28
- Worst-margin pin slew: 0.731 ns
- Internal: 0.000363 W
- Finish-stage setup viols: 0
- P&R area growth vs syn: 13.0%
- Register pins left without a clock: 23
- Cell taking the most area after synthesis: dfrtp_1
- # Cells Yosys: 224
- Max Cap Viol: 0
- Drt via density: 5.64
- CP Launch Type: input pin
- DR WL/cell: 13.7 um
- Psw: 0.000146 W
- CP Class: input pin to flip-flop
- Chip area line of the yosys report: 0.00224 sq mm
- Synth unique cells: 42
- Detailed Place HPWL: 2900 um
- Vias in the first global route: 1538
- Pwr Total: 0.000509 W
- Max Freq: 327 MHz
- Worst setup margin: 1.54 ns
==> cells in the final DEF, fill, tap and decap left out, types with 2 or more instances in the layout <==
cell	n
dfrtp_1	35
nor2_1	20
clkdlybuf4s50_1	20
ha_1	15
a21oi_1	14
inv_1	13
nand2_1	13
a211oi_2	10
o21ai_0	9
xor2_1	8
xnor2_1	8
mux2i_1	7
and3_1	6
nand3_1	6
mux2_2	6
a22oi_1	6
conb_1	5
a21o_1	4
dlxtn_1	4
a31oi_1	3
clkbuf_8	3
buf_4	3
or2_2	2
nand2b_1	2
and2_1	2
a211oi_1	2
nor3_1	2
==> worst paths after layout <==
check / startpoint / cells past startpoint / to
max: baud_gen[0] / 9 / w3.baud_out
min: w3.count[0] / 1 / w3.count[0]
max reg2reg: w3.count[0] / 7 / w3.baud_out
min reg2reg: w3.count[0] / 1 / w3.count[0]
max in group asynchronous: rst / 2 / w3.count[11]
min in group asynchronous: rst / 2 / w3.count[2]
==> per-layer routing <==
metal / up-vias / share of wire / track usage
met5: - / 0 / 0
met2: 42 / 0.47 / 0.336
li1: 817 / - / -
met4: 0 / 0.013 / 0.0306
met3: 7 / 0.039 / 0.00833
met1: 786 / 0.48 / 0.269
==> power groups by stage <==
stage	Clock, W	Sequential, W	Combinational (W)
after CTS	0.000111	0.000279	0.000122
after global routing	0.000117	0.000286	0.000138
final	0.000110	0.000278	0.000121
==> cells by family after synthesis <==
| logic type | count (synthesis) | share of synthesized area |
|---|---|---|
| AOI/OAI and AO/OA | 54 | 0.176 |
| xor gates and xnor gates | 17 | 0.0725 |
| adders and majority gates | 16 | 0.0881 |
| buffers and inverters | 25 | 0.0463 |
| DFF | 36 | 0.404 |
| latches | 4 | 0.0268 |
| muxes | 13 | 0.0613 |
| other | 1 | 0.00167 |
| and+or+nand+nor | 58 | 0.123 |
==> area by class of cell <==
type	count	area, sq um
fillers	354	1610
clock buffers	3	41.3
repair buffers	23	223
flip-flops and latches	40	966
inverters	13	48.8
clock inverters	1	5.00
well taps	50	62.6
multi-input cells	163	1190
==> sequential cells by signal, summed over array words and instances (netlist names), 4 cells and up <==
| signal | cells |
|---|---|
| w4.bit_counter | 4 |
| w3.count | 16 |
| w2.frame_out | 4 |
| w4.shift_register | 11 |
==> stage by stage <==
stage,hold slack (ns),std cells
3_3_place_gp,0.517,289
4_1_cts,0.526,293
2_1_floorplan,0.475,228
5_1_grt,0.542,293
3_5_place_dp,0.515,289
6_report,0.533,293
==> worst max-delay path, delay by kind of cell <==
family                     cells  cell delay [ns]
buffers and inverters          2             0.55
adders and majority gates      1             0.22
AOI/OAI and AO/OA              4             1.05
and+or+nand+nor                2             0.48
Power and IR drop assume default switching activity.
